==> ./run.sh <==
#!/bin/bash
# OpenROAD 26Q1-2900-gdf79404cd8, Yosys 0.63+post, stock flow scripts
make -C /OpenROAD-flow-scripts/flow DESIGN_CONFIG=/design/flow/config.mk WORK_HOME=/design/flow/orfs finish
==> ./config.mk <==
export PLATFORM = sky130hd
export DESIGN_NAME = rst_mod
export DESIGN_NICKNAME = rst_mod
export VERILOG_FILES = /design/flow/design.v
export SDC_FILE = /design/flow/constraint.sdc
export NUM_CORES = 4
export LEC_CHECK = 1
export CORE_AREA = 10 10 70 70
export DIE_AREA = 0 0 80 80
==> ./constraint.sdc <==
current_design rst_mod

set clk_period 1.7
set clk_io_pct 0.2

create_clock -name clk0 -period $clk_period [get_ports {clk}]

set non_clock_inputs [all_inputs -no_clocks]
set_input_delay [expr $clk_period * $clk_io_pct] -clock clk0 $non_clock_inputs
set_output_delay [expr $clk_period * $clk_io_pct] -clock clk0 [all_outputs]
==> ./design.v <==
`timescale 1ns / 1ps
module rst_mod (
    input                    clk,
    input                    reset,
    input                    dcm_locked,
    output reg               rst
    );
    localparam s0  = 8'b00000001;
    localparam s1  = 8'b00000010;
    localparam s2  = 8'b00000100;
    localparam s3  = 8'b00001000;
    localparam s4  = 8'b00010000;
    localparam s5  = 8'b00100000;
    localparam s6  = 8'b01000000;
    localparam s7  = 8'b10000000;
    reg          [7:0]       fsm = 'b1;
    always @(posedge clk or posedge reset) begin
        if (reset) begin   
            rst <= 1'b1;
            fsm <= s0;
        end
        else begin   
            case (fsm)
                s0 : begin
                    rst <= 1'b1;
                    fsm <= s1;
                end
                s1 : fsm <= s2;
                s2 : fsm <= s3;
                s3 : fsm <= s4;
                s4 : begin
                    if (dcm_locked) begin
                        fsm <= s5;
                    end
                end
                s5 : begin
                    rst <= 1'b0;
                end
                default : begin
                    fsm <= s0;
                end
            endcase
        end      
    end   
endmodule  
==> results_slide.txt <==
Run Summary

STA
  • Min Hold Slack: 321 ps
  • Worst Skew: 1.11 ps
  • Cycle use final: 93.6%
  • Final setup violation count: 0
  • Worst slew pin tran: 308 ps
  • TNS Setup: 0 ps
  • Min cycle time layout: 1590 ps
  • Max Slew Vio Count: 0
  • Final hold vios: 0
  • Slew HR: 79.3%
  • Fmax: 628 MHz
  • RSZ-0062 raised after global routing: no

Finish
  • Share of layout cells above drive strength 1: 23.1%
  • Area grow syn2layout: 26.7%
  • Fillers: 394
  • Fin cells: 85

Hold path
  • Worst hold path class: in2async

Die
  • Chip Width: 80 microns
  • CORE AREA: 3420 sq um
  • Die H: 80 microns
  • Floorplan utilization: 11.2%
  • Chip area: 6400 sq um
  • I/O pin count: 4
  • Row count: 21

Global route
  • Largest net degree at the start of global routing: 9
  • GRT overflow: 0
  • Vias in the first global route: 235
  • GRT Total Usage: 2.21%
  • Initial antenna violation count: 0
  • First-pass GRT wire length: 1190 microns

Placed design
  • Number of port buffers: 3
  • GPL Wtd Cong: 0.771
  • Detailed placer's ending HPWL: 514 microns
  • Cells after DPL: 81

Logic synthesis
  • Synth Register Bits: 7
  • Distinct cells, synth: 23
  • Asr flop ratio synth: 100%
  • Sequential fraction of the synthesis area: 46.3%
  • Top-area cell share: 32.6%
  • Top cells by count, synth: dfrtp_1 (5), nor2_1 (4), dfstp_2 (2), inv_1 (2), xor2_1 (2)
  • Synthesized area per cell: 11.6 sq um
  • Most used DFF post-synth: dfrtp_1
  • # Cells Yosys: 33
  • Chip area line of the yosys report: 384 sq um
  • Syn. warnings: 1
  • Post-synth EDFFs: 0
  • Mapped Area: 384 sq um
  • Post-synth top area cell: dfrtp_1
  • Post-Synthesis Cells: 33
  • Top cells, area: dfrtp_1 (33%), dfstp_2 (14%), a2111oi_4 (7.2%)
  • Most common cell in the synthesized netlist: dfrtp_1

Power
  • P per Cell Area: 1290 nW/um^2
  • Peak supply drop: 0.000256 V
  • Pwr Total: 0.628 mW
  • Leakage: 0.190 nW

Critical path
  • Worst path bufs/invs: 1
  • CP delay by family, top: flip-flops
  • Critical path startpoint category: register
  • Worst-path maximum fanout: 3
  • Cells along the critical path: clkdlybuf4s50_1
  • Crit end category: output pin
  • Critical Path AT: 1250 ps
  • Critical path data required time: 1360 ps
  • Max incr delay on CP: 540 ps
  • WS Path Type: reg2out
  • Slowest-stage cell, CP: dfstp_2

Drt
  • DRC Markers: 0
  • Total wire length: 674 microns
  • DRT antenna net count: 0
  • Routed len/inst: 7.93 microns
  • Via-to-Cell Ratio: 3.12
  • Via count: 265
  • Diodes inserted: 0
  • DR iter-0 viols: 14
  • First-pass DRT Iterations: 4

Clock network
  • CTS root buffer: clkbuf_4
  • Max clock buf depth: 2
  • TritonCTS buffer count: 3
  • CTS hold repair buffers: 0
  • # resized after CTS: 0
  • Clock slew at reported path FFs: 50 ps
  • Post-CTS setup buffers: 0
  • CTS sink cnt: 7
  • H-tree depth: 1
  • CTS tree: built
  • Clk Latency, worst-skew pair: 240 ps

Job
  • Max cap viols: 0
  • OpenROAD warning count: 25

Outcome
  • Status: complete, no violations
registers in the layout, summed over array words and instances, names as in the netlist:
name	count
fsm	6
rst	1
power by group:
group	switching, mW	internal, mW
combinational	0.0952	0.104
clock	0.0537	0.0891
sequential	0.0678	0.218
total	0.217	0.411
cells in the final DEF (no fill, tap or decap), drive strengths merged, types with 2 or more instances in the layout:
cell type      instances
dfstp                  2
xor2                   2
inv                    2
nor2                   4
clkdlybuf4s50          3
clkbuf                 4
dfrtp                  5
through the flow:
stage	util (%)	area [sq um]	setup WS (ps)
global placement	13.5	460	45.5
CTS	14.2	487	78.4
floorplan	-	384	408
global route	14.2	487	46.1
detailed placement	13.5	460	48.6
finish	14.2	487	108
metal layers:
metal  vias to the layer above  global-route usage, %  share of wire (%)
met2                         6                   2.33                 39
met4                         0                   1.06                2.8
met5                         -                      0                  0
met1                       123                   3.63                 54
li1                        134                      -                  -
met3                         2                  0.682                4.5
kinds of logic after synthesis:
family	count (synthesis)	synth area share, %
flops	7	46.3
buf+inv	3	4.89
simple gates	14	22.8
xor+xnor	2	4.56
mux	1	2.61
compound gates	6	18.9
path summary, 6_finish.rpt:
path	from	to	slack, ps	cells after the start
setup / recovery	rst$_DFFE_PP1P_	rst	110	1
hold / removal	reset	fsm[3]$_DFFE_PP0P_	320	2
setup reg to reg	fsm[4]$_DFFE_PP0P_	fsm[0]$_DFFE_PP1P_	340	3
hold reg to reg	rst$_DFFE_PP1P_	rst$_DFFE_PP1P_	500	1
max in group asynchronous	reset	rst$_DFFE_PP1P_	1120	2
min in group clk0	rst$_DFFE_PP1P_	rst$_DFFE_PP1P_	500	1
cell type report:
cell class	instances	area (sq um)	share of cell area [%]
sequential	7	178	36.5
inverter	2	7.51	1.54
tap	46	57.6	11.8
multi-input combinational	23	188	38.6
clock buffer	4	26.3	5.40
timing repair buffer	3	30.0	6.17
Power is estimated from default activity; no workload was simulated.
